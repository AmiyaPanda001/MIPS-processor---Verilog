<file path="flow/constraint.sdc">
current_design ForwardingUnit

set clk_period 2.3
set clk_io_pct 0.2

create_clock -name clk0 -period $clk_period

set non_clock_inputs [all_inputs -no_clocks]
set_input_delay [expr $clk_period * $clk_io_pct] -clock clk0 $non_clock_inputs
set_output_delay [expr $clk_period * $clk_io_pct] -clock clk0 [all_outputs]
</file>
<file path="flow/config.mk">
export PLATFORM = sky130hd
export DESIGN_NAME = ForwardingUnit
export DESIGN_NICKNAME = ForwardingUnit
export VERILOG_FILES = /design/flow/design.v
export SDC_FILE = /design/flow/constraint.sdc
export NUM_CORES = 4
export LEC_CHECK = 1
export CORE_AREA = 10 10 70 70
export DIE_AREA = 0 0 80 80
</file>
<file path="flow/design.v">
`timescale 1ns / 1ps
module ForwardingUnit(UseShamt,UseImmed, ID_Rs, ID_Rt, EX_Rw, MEM_Rw, EX_RegWrite, MEM_RegWrite, AluOpCtrl_A, AluOpCtrl_B, 
						DataMemForwardCtrl_EX, DataMemForwardCtrl_MEM);
	input UseImmed, UseShamt;
	input [4:0] ID_Rs, ID_Rt, EX_Rw, MEM_Rw;
	input EX_RegWrite, MEM_RegWrite;
	output reg [1:0]AluOpCtrl_A, AluOpCtrl_B;
	output reg DataMemForwardCtrl_EX, DataMemForwardCtrl_MEM;
	always @(*) 
		begin
			if (UseShamt == 0  )
				begin
					if (ID_Rs == MEM_Rw && (MEM_Rw != EX_Rw || EX_RegWrite == 0) && MEM_RegWrite == 1) AluOpCtrl_A <= 2'b10;
					else if (ID_Rs == EX_Rw && EX_RegWrite == 1) AluOpCtrl_A <= 2'b01;
					else AluOpCtrl_A <= 2'b00;
				end
			else if (UseShamt == 1) AluOpCtrl_A <= 2'b11;
			else AluOpCtrl_A <= 2'b00;	
		end
	always @(*) 
		begin
			if (UseImmed == 0  )
				begin
					if (ID_Rt == MEM_Rw && (MEM_Rw != EX_Rw || EX_RegWrite == 0) && MEM_RegWrite == 1) AluOpCtrl_B <= 2'b10;
					else if (ID_Rt == EX_Rw && EX_RegWrite == 1) AluOpCtrl_B <= 2'b01;
					else AluOpCtrl_B <= 2'b00;
				end
			else if (UseImmed == 1) AluOpCtrl_B <= 2'b11;
			else AluOpCtrl_B <= 2'b00;
		end
	always @(*) 
		begin
			if(MEM_RegWrite == 1 && ID_Rt == MEM_Rw)
				begin
					DataMemForwardCtrl_EX <= 1'b1;
					DataMemForwardCtrl_MEM <= 1'b0;
				end
			else
				begin
					if(EX_RegWrite == 1 && ID_Rt == EX_Rw)	
						begin
							DataMemForwardCtrl_EX <= 1'b0;
							DataMemForwardCtrl_MEM <= 1'b1;
						end
					else
						begin
							DataMemForwardCtrl_EX <= 1'b0;
							DataMemForwardCtrl_MEM <= 1'b0;
						end
				end	
		end
endmodule
</file>
<file path="flow/run.sh">
#!/bin/bash
# OpenROAD 26Q1-2900-gdf79404cd8, Yosys 0.63+post, stock flow scripts
make -C /OpenROAD-flow-scripts/flow DESIGN_CONFIG=/design/flow/config.mk WORK_HOME=/design/flow/orfs finish
</file>
==> flow_metrics.py <==
# Synthesis and PnR figures
metrics = {
    "status": {
        "status": "complete, no violations",
    },
    "sta": {
        "grt_setup_unrepaired": "no",
        "worst_hold_slack_ns": 1.49,
        "drv_slew": 0,
        "finalSetupViolCount": 0,
        "finalClockPeriodUsage_pct": 95.2,
        "worst_pin_slew_ns": 0.276,
        "period_needed_ns": 2.19,
        "fmax_mhz": 457,
        "hold_viol": 0,
        "timing.slew.headroom_pct": 81.4,
    },
    "placed_design": {
        "place_hpwl_um": 1320,
        "port_buffers": 30,
        "place_congestion": 0.842,
        "dpl-instance-area_um2": 764,
    },
    "floorplanning": {
        "die_width_um": 80,
        "fp-row-count": 21,
        "boundaryPins": 30,
        "floorplan.core_util_pct": 9.05,
        "dieArea_um2": 6400,
        "core_um2": 3420,
        "dieHeight_um": 80,
    },
    "finish": {
        "area_delta_synth_final_pct": 138,
        "seq_area_um2": 0,
        "final_area_um2": 736,
        "drive_gt1_share_pct": 41.5,
        "fill_cells": 382,
        "seq_cell_count": 0,
        "final_util_pct": 21.5,
        "clock_buffers": 0,
    },
    "yosys": {
        "ys_chip_area_um2": 309,
        "yosysWarnings": 1,
        "ys_seq_share_pct": 0,
        "synth_cells": 38,
        "ys_types": 11,
        "syn_area_um2": 309,
        "yosys-stat-cells": 38,
        "syn_avg_cell_area_um2": 8.13,
    },
    "critical_path": {
        "cp-start-kind": "input pin",
        "worstSetupEndpointType": "output port",
        "cp_max_fo": 3,
        "path_class": "input pin to output port",
        "required_ns": 1.84,
        "arrival_ns": 1.73,
    },
    "route": {
        "wl_per_cell_um": 11.5,
        "dr.pass1.iters": 4,
        "post_drt_via_cell_ratio": 3.34,
        "drt_wl_total_um": 1470,
        "drtAntennaViolNets": 0,
        "drc_errors": 0,
        "num_antenna_cells": 0,
        "drt_iter0_drc": 11,
        "via_count": 428,
    },
    "cts": {
        "cts_hold_buf": 0,
    },
    "hold_path": {
        "hp-class": "input pin to output port",
    },
    "global_routing": {
        "gr-total-overflow": 0,
        "grt_pass1_wl_um": 2150,
        "grt_pass1_vias": 481,
        "grt_max_degree": 4,
        "antenna_found_initial": 0,
        "gr-usage-all-layers_pct": 4.18,
    },
    "power_and_ir_drop": {
        "cellPowerDensity_nw_per_um2": 156,
        "power.leakage_nw": 0.355,
        "ir_drop_v": 0.0000211,
    },
    "run": {
        "tool_warnings": 33,
        "maxCapViolCount": 0,
    },
}
-- layout by cell type, fill, tap and decap left out --
| cell | n |
|---|---|
| xor2_1 | 17 |
| buf_4 | 16 |
| dlygate4sd2_1 | 9 |
| buf_2 | 7 |
| xnor2_1 | 5 |
| clkdlybuf4s50_1 | 5 |
| clkbuf_2 | 4 |
| nor4_1 | 3 |
| xor2_2 | 3 |
| nand3_1 | 2 |
| nor4_2 | 2 |
| dlymetal6s2s_1 | 2 |
| nand2b_1 | 1 |
| and3_1 | 1 |
| nor2_1 | 1 |
| a21o_1 | 1 |
| a31o_2 | 1 |
| a41o_1 | 1 |
| clkdlybuf4s15_2 | 1 |
-- layer usage --
layer  share of wire [%]  up-vias  GRT usage [%]
met1                  34      193           3.96
met2                  56       15           8.75
met4                   0        0              0
met5                   0        -              0
li1                    -      220              -
met3                 9.7        0           1.36
-- report_power, final --
part           total (mW)  internal, mW  switching, mW  leakage [nW]
sequential              0             0              0             0
combinational       0.115        0.0675         0.0475         0.355
clock                   0             0              0             0
total               0.115        0.0675         0.0475         0.355
-- metrics by stage --
stage,cells,worst slack [ns],power [mW],setup TNS (ns)
floorplan,38,0.683,0.0371,0
finish,128,0.111,0.115,0
global route,128,0.0422,0.126,0
CTS,128,-0.00925,0.116,-0.00925
detailed placement,127,-0.369,0.126,-1.88
global placement,127,-0.384,0.126,-1.91
-- synthesized netlist by cell type --
| master | n | share of area (%) |
|---|---|---|
| a21o_1 | 1 | 2.4 |
| a31o_2 | 1 | 2.8 |
| a41o_1 | 1 | 3.2 |
| and3_1 | 1 | 2.0 |
| nand2b_1 | 1 | 2.0 |
| nand3_1 | 2 | 3.2 |
| nor2_1 | 1 | 1.2 |
| nor4_1 | 4 | 8.1 |
| nor4_2 | 1 | 4.0 |
| xnor2_1 | 5 | 14 |
| xor2_1 | 20 | 57 |
-- final timing paths --
check | from | endpoint | slack, ns | depth (start not counted)
min | MEM_Rw[2] | AluOpCtrl_A[1] | 1.49 | 5
max | MEM_Rw[2] | DataMemForwardCtrl_EX | 0.11 | 5
-- critical path, stage by stage --
cell and delay, ns:
buf_4 0.13, xor2_1 0.16, nor4_1 0.26, and3_1 0.24
clkdlybuf4s50_1 0.48
-- final cells by class --
| cell class | count | area (µm²) | area share (%) |
|---|---|---|---|
| Timing Repair Buffer | 44 | 340 | 46.3 |
| Multi-Input combinational cell | 38 | 338 | 45.9 |
| Tap cell | 46 | 57.6 | 7.82 |
-- cells by family after synthesis --
| family | synth area share (%) |
|---|---|
| xor+xnor | 70.9 |
| simple gates | 20.6 |
| compound gates | 8.50 |
-- what timing repair did --
item | 4_1_cts | 5_1_grt
endpoints found under the hold margin | 0 | 0
pin swaps | 13 | 7
setup endpoints to repair | 6 | 3
gates resized | 55 | 13
buffers inserted | 1 | 1
Power figures rest on the tool's default switching activity, not on a simulated workload.
