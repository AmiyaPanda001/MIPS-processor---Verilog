## /design/flow/config.mk

```make
export PLATFORM = sky130hd
export DESIGN_NAME = HazardUnit
export DESIGN_NICKNAME = HazardUnit
export VERILOG_FILES = /design/flow/design.v
export SDC_FILE = /design/flow/constraint.sdc
export NUM_CORES = 4
export LEC_CHECK = 1
export CORE_AREA = 10 10 70 70
export DIE_AREA = 0 0 80 80
```

## /design/flow/constraint.sdc

```tcl
current_design HazardUnit

set clk_period 1.6
set clk_io_pct 0.2

create_clock -name clk0 -period $clk_period [get_ports {Clk}]

set non_clock_inputs [all_inputs -no_clocks]
set_input_delay [expr $clk_period * $clk_io_pct] -clock clk0 $non_clock_inputs
set_output_delay [expr $clk_period * $clk_io_pct] -clock clk0 [all_outputs]
```

## /design/flow/design.v

```verilog
`timescale 1ns / 1ps
module HazardUnit(IF_write, PC_write, bubble, addrSel, EX_RegWrite, MEM_RegWrite, prev_prevRt, jr, Jump, Branch, ALUZero, memReadEX, currRs, currRt, prevRt, UseShmt, UseImmed, Clk, Rst);
	output reg IF_write, PC_write, bubble;
	output reg [1:0]addrSel;
	input Jump, jr, Branch, ALUZero, memReadEX, Clk, Rst;
	input UseImmed, UseShmt;
	input [4:0] currRt, currRs, prevRt, prev_prevRt;
	input EX_RegWrite, MEM_RegWrite;
	reg Load_Hazard;  
	reg [2:0] current_state, next_state;
	reg [1:0] next_addrsel;
	always @ (*) begin
		if (prevRt != 0) begin
			if ((currRs == prevRt || currRt == prevRt) && memReadEX == 1'b1 && UseImmed == 1'b0 && UseShmt == 1'b0) Load_Hazard <= 1'b1;
			else if (UseShmt == 1'b1 && currRs == prevRt && memReadEX == 1'b1) Load_Hazard <= 1'b1;
			else if (UseImmed == 1'b1 && currRs == prevRt && memReadEX == 1'b1) Load_Hazard <= 1'b1;
			else Load_Hazard <= 1'b0;
		end
		else Load_Hazard <= 1'b0;
	end
	always @(posedge Clk, negedge Rst) begin
		if (!Rst) begin
		current_state <= 3'b000;
		end
		else begin
		current_state <= next_state;
		end
	end
	always @(*) begin
		case (current_state)
			3'b000 : begin
							if (Load_Hazard == 1'b1) next_state <= 3'b001;
							else if (Jump == 1'b1) next_state <= 3'b010;
							else if (Branch == 1'b1) next_state <= 3'b011;
							else next_state <= 3'b000;
							PC_write <= 1'b1;
							IF_write <= 1'b1;
							bubble <= 1'b0;
                            addrSel <= next_addrsel;
                            next_addrsel <= 2'b00;
						 end
			3'b001 :begin
							next_state <= 3'b000;
							PC_write <=1'b0;
							IF_write <=1'b0;
							bubble <= 1'b1;
							addrSel <= 2'b00;  
							next_addrsel <= 2'b00;
						 end
			3'b010		:begin
							next_state <= 3'b000;
							PC_write <=1'b1;
							IF_write <=1'b0;
							bubble <= 1'b1;
							addrSel <= 2'b01;  
							next_addrsel <= 2'b00;
						 end
			3'b011   :begin
							if (!ALUZero) next_state <= 3'b000;
							else next_state <= 3'b100;
							PC_write <=1'b0;
							IF_write <=1'b0;
							bubble <= 1'b1;
                            addrSel <= 2'b00;  
                            next_addrsel <= 2'b00;
						 end
			3'b100   :begin
							next_state <= 3'b000;
							PC_write <=1'b1;
							IF_write <=1'b0;
							bubble <= 1'b1;
                            addrSel <= 2'b10;  
                            next_addrsel <= 2'b00;
						 end
			default   :begin
						next_state <= current_state;
						PC_write <= 1'b0;
						IF_write <= 1'b0;
						bubble <= 1'b0;
						addrSel <= 2'b00;  
						next_addrsel <= 2'b00;
						end
		endcase
	end
endmodule
```

## /design/flow/run.sh

```bash
#!/bin/bash
# OpenROAD 26Q1-2900-gdf79404cd8, Yosys 0.63+post, stock flow scripts
make -C /OpenROAD-flow-scripts/flow DESIGN_CONFIG=/design/flow/config.mk WORK_HOME=/design/flow/orfs finish
```

==> results.toml <==
# implementation run metrics
[sta]
fmax_mhz = 643
final_max_slew_viol_count = 0
post-route-period-util_pct = 97.1
slew_headroom_pct = 73.3
finalCriticalPeriod_ps = 1550
tightest_slew_ps = 390
skew_ps = 2.03
holdWs_ps = 297
hold_viol = 0
finalSetupViolations = 0
rsz0062_at_grt = "false"

[global_route]
grt_start_max_net_pins = 6
grt_pass1_wl_um = 1830
grtUsageTotal_pct = 3.48
grt_antenna_before_repair = 0
grt_overflow_total = 0
grt_pass1_vias = 452

[clock_tree]
postCtsHoldBufs = 0
clock_latency_ps = 240
clkTransAtPathRegs_ps = 40
numCtsBuffers = 3
root_buffer = "clkbuf_4"
cts_tree = "done"
cts_buffer_depth = 2
htreeDepth = 1
cts.sinks = 5

[final_layout]
seqCellArea_um2 = 126
nFillCells = 371
final_layout_size_suffix_gt1_share_pct = 26.0
final_area_um2 = 774
largest_register_ffs = 5
top_regs = "current_state: 5 flops"
logic_area_um2 = 220
top_register = "current_state"
area_growth_pct = 111
final_util_pct = 22.7

[pwr]
ir_drop_mv = 0.147
powerDensity_nw_per_um2 = 484
p_leak_nw = 0.362

[yosys]
syn_inst = 40
synthTopCellsByArea = "dfrtp_1, xnor2_1, dfstp_2, xor2_1, nor4bb_2"
yosysTopAreaCell = "dfrtp_1"
ys_warn_count = 1
yosys_area_um2 = 368
synth_stat.cells = 40
synthSimpleGateAreaFrac_pct = 29.3
ys_sh_xor_pct = 16.7
ys_sh_aoi_pct = 13.6
top_area_share_pct = 27.2
synth.avg_cell_area_um2 = 9.20
top_logic_kind = "simple AND/OR/NAND/NOR gates"
ys_ff = 5
synthDistinctLibCells = 25
mux_area_share_pct = 0
postSynthSeqShare_pct = 34.4
synthesis.area_um2 = 368
fa_ha_area_share_pct = 0

[placement]
post_dp_cell_area_um2 = 741
hpwl_um = 1070
port_buffers = 27
gp_congestion = 0.735

[setup_path]
worstRegToRegCells = 3
required_ps = 1280
start_kind = "flip-flop"
arrival_ps = 1230
worst_setup_path_end_kind = "output port"
cp_max_fo = 2
crit_type = "reg2out"

[floorplan]
placementRows = 21
die_h_um = 80
ios = 36
coreArea_um2 = 3420
fp_util_pct = 10.8
die_width_um = 80
dieArea_um2 = 6400

[run]
drv_cap = 0
warning_count = 33

[detailed_routing]
drc = 0
initialDrtViolationCount = 22
viasPerCell = 3.50
ant_nets = 0
firstDrtPassIters = 4
via_count = 430
wire_per_inst_um = 9.43
wl_um = 1160
num_antenna_cells = 0

[min_path]
hp-class = "in2async"

[status]
outcome = "complete, no violations"
[logic make-up after synthesis]
| logic type | count (synthesis) |
|---|---|
| AND/OR/NAND/NOR | 16 |
| buffers and inverters | 6 |
| AND-OR/OR-AND | 6 |
| flip-flops | 5 |
| XOR/XNOR | 7 |
[final timing paths]
path                                   from               end  slack, ps
setup reg to reg           current_state[2]  current_state[0]        560
hold / removal                          Rst  current_state[1]        300
max in group asynchronous               Rst  current_state[0]       1050
min in group clk0          current_state[4]  current_state[1]        490
hold reg to reg            current_state[4]  current_state[1]        490
setup / recovery           current_state[3]            bubble         50
[synth_stat cells]
cell,instances
and2_2,1
a2111oi_0,1
o21ai_1,1
or4_4,1
nand2b_2,1
nand2_1,2
nand2b_1,1
nor4bb_2,1
dfrtp_1,4
nor3_1,1
nor2_1,3
or3_1,1
dfstp_2,1
nand4b_1,1
o21ai_2,1
and2_1,1
xnor2_1,4
o2111ai_1,1
or4_1,1
xor2_1,3
nand3_1,1
clkbuf_1,2
inv_1,4
a222oi_1,1
a21oi_2,1
[what timing repair did]
| item | in CTS | in global routing |
|---|---|---|
| resized | 7 | 5 |
| setup endpoints to repair | 5 | 5 |
| cloned | 0 | 0 |
| buffers inserted | 1 | 0 |
| pin swaps | 1 | 6 |
[cells in the final DEF (no fill, tap or decap), types with 2 or more instances in the layout]
cell type,count
clkdlybuf4s50_1,20
buf_4,8
inv_1,4
xnor2_1,4
dfrtp_1,4
dlymetal6s2s_1,4
nor2_1,3
xor2_1,3
clkbuf_4,3
nand2_1,2
buf_2,2
[worst max-delay path, cell delays in order, from the launching register on]
cell	delay, ps
dfrtp_1	360
or4_1	510
buf_2	130
[final cells by class]
class	instances	share of cell area [%]
Inverter	4	1.94
Timing Repair Buffer	35	42.5
Clock buffer	4	3.39
Tap cell	46	7.43
Multi-Input combinational cell	29	28.4
Sequential cell	5	16.3
[metal layers]
metal	share of wire (%)	GRT usage [%]	up-vias
li1	-	-	214
met1	44	4.21	187
met2	33	4.09	29
met3	23	3.64	0
met4	0	0.704	0
met5	0	0	-
[through the flow]
stage	TNS [ps]	setup WS [ps]	power, mW	cells
final	0	45.9	0.375	123
after global routing	0	0.515	0.401	123
after CTS	0	22.1	0.385	123
after detailed placement	-1040	-284	0.237	118
after global placement	-1080	-284	0.236	118
after floorplan	0	252	0.156	40
[power by group]
| part | internal [mW] | leakage, nW | switching [mW] | total, mW |
|---|---|---|---|---|
| clock | 0.0941 | 0.0150 | 0.0491 | 0.143 |
| sequential | 0.127 | 0.0662 | 0 | 0.127 |
| combinational | 0.0717 | 0.281 | 0.0329 | 0.105 |
Power is estimated from default activity; no workload was simulated.
