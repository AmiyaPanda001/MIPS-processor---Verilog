`flow/config.mk`:
```
export PLATFORM = sky130hd
export DESIGN_NAME = PipelinedControl
export DESIGN_NICKNAME = PipelinedControl
export VERILOG_FILES = /design/flow/design.v
export SDC_FILE = /design/flow/constraint.sdc
export NUM_CORES = 4
export LEC_CHECK = 1
export CORE_AREA = 10 10 70 70
export DIE_AREA = 0 0 80 80
```
`flow/constraint.sdc`:
```
current_design PipelinedControl

set clk_period 4.0
set clk_io_pct 0.2

create_clock -name clk0 -period $clk_period

set non_clock_inputs [all_inputs -no_clocks]
set_input_delay [expr $clk_period * $clk_io_pct] -clock clk0 $non_clock_inputs
set_output_delay [expr $clk_period * $clk_io_pct] -clock clk0 [all_outputs]
```
`flow/design.v`:
```
`timescale 1ns / 1ps
module PipelinedControl(RegDst, ALUSrc, MemToReg, RegWrite, MemRead, MemWrite, Branch, Jump, SignExtend, ALUOp, Opcode , UseShmt, Function, jal, jr);
   input [5:0] Opcode;
   input [5:0] Function;
   output Jump;
   output Branch;
   output ALUSrc;
   output UseShmt;
   output MemToReg;
   output RegWrite;
   output MemRead;
   output MemWrite;
   output SignExtend;
   output [3:0] ALUOp;
   output [1:0]RegDst;
   output jal;
   output jr;  
    reg  ALUSrc, MemToReg, RegWrite, MemRead, MemWrite, Branch, Jump, SignExtend, UseShmt, jal, jr;
    reg  [3:0] ALUOp;
    reg [1:0]RegDst;
    always @ (Opcode,Function) begin
        case(Opcode)
            6'b000000: begin
                RegDst <= 2'b01;
                ALUSrc <= 0;
                MemToReg <=  0;
                MemRead <=  0;
                MemWrite <=  0;
                Branch <=  0;                
				SignExtend <=  1'b0;
                ALUOp <=  4'b1111;
                jal <= 0;
                if(Function == 6'b001000) begin                   
                    jr <= 1;
                    Jump <=  1;
                    RegWrite <=  0;
                end
				else begin
				    jr <= 0;
				    Jump <=  0;
				    RegWrite <=  1;
				end
				if (Function == 6'b000010 || Function == 6'b000011 || Function == 6'b000000) UseShmt <= 1'b1;
				else UseShmt <= 1'b0;
            end
            6'b100011 : begin
				RegDst <= 2'b00;
                ALUSrc <= 1;
                MemToReg <=  1;
                RegWrite <=  1;
                MemRead <=  1;
                MemWrite <=  0;
                Branch <=  0;
                Jump <=  0;
                SignExtend <=  1'b1;
				UseShmt <= 1'b0;
			    jal <= 0;
                jr <= 0;
                ALUOp <=  4'b0010;
			end
			6'b101011 : begin
				RegDst <= 2'b00;
                ALUSrc <= 1;
                MemToReg <=  0;
                RegWrite <=  0;
                MemRead <=  0;
                MemWrite <=  1;
                Branch <=  0;
                Jump <=  0;
				jal <= 0;
                jr <= 0;                
                SignExtend <=  1'b1;
				UseShmt <= 1'b1;
                ALUOp <=  4'b0010;
			end
			6'b000100 : begin
				RegDst <= 2'b00;
                ALUSrc <= 0;
                MemToReg <=  0;
                RegWrite <=  0;
                MemRead <=  0;
                MemWrite <=  0;
                Branch <=  1;
                Jump <=  0;
                SignExtend <=  1'b1;
				UseShmt <= 1'b0;
				jal <= 0;
                jr <= 0;
                ALUOp <=  4'b0110;
			end
			6'b000010 : begin
				RegDst <= 2'b00;
                ALUSrc <= 0;
                MemToReg <=  0;
                RegWrite <=  0;
                MemRead <=  0;
                MemWrite <=  0;
                Branch <=  0;
                Jump <=  1;
                SignExtend <=  1'b1;
				UseShmt <= 1'b0;
				jal <= 0;
                jr <= 0;
                ALUOp <=  4'bxxxx;
			end
		    6'b000011 : begin
                RegDst <= 2'b10;
                ALUSrc <= 0;
                MemToReg <=  0;
                RegWrite <=  1;
                MemRead <=  0;
                MemWrite <=  0;
                Branch <=  0;
                Jump <=  1;
                SignExtend <=  1'b1;
                UseShmt <= 1'b0;
                jal <= 1;
                jr <= 0;
                ALUOp <=  4'bxxxx;
            end
			6'b001101 : begin
				RegDst <= 2'b00;
                ALUSrc <= 1;
                MemToReg <=  0;
                RegWrite <=  1;
                MemRead <=  0;
                MemWrite <=  0;
                Branch <=  0;
                Jump <=  0;
                SignExtend <=  1'b0;
				UseShmt <= 1'b0;
				jal <= 0;
                jr <= 0;
                ALUOp <=  4'b0001;
			end
			6'b001000 : begin
				RegDst <= 2'b00;
                ALUSrc <= 1;
                MemToReg <=  0;
                RegWrite <=  1;
                MemRead <=  0;
                MemWrite <=  0;
                Branch <=  0;
                Jump <=  0;
                SignExtend <=  1'b1;
				UseShmt <= 1'b0;
				jal <= 0;
                jr <= 0;
                ALUOp <=  4'b0010;
			end
			6'b001001 : begin
				RegDst <= 2'b00;
                ALUSrc <= 1;
                MemToReg <=  0;
                RegWrite <=  1;
                MemRead <=  0;
                MemWrite <=  0;
                Branch <=  0;
                Jump <=  0;
                SignExtend <=  1'b0;
				UseShmt <= 1'b0;
				jal <= 0;
                jr <= 0;
                ALUOp <=  4'b0010;
			end
			6'b001100 : begin
				RegDst <= 2'b00;
                ALUSrc <= 1;
                MemToReg <=  0;
                RegWrite <=  1;
                MemRead <=  0;
                MemWrite <=  0;
                Branch <=  0;
                Jump <=  0;
                SignExtend <=  1'b0;
				UseShmt <= 1'b0;
				jal <= 0;
                jr <= 0;
                ALUOp <=  4'b0000;
			end
			6'b001111 : begin
				RegDst <= 2'b00;
                ALUSrc <= 1;
                MemToReg <=  0;
                RegWrite <=  1;
                MemRead <=  0;
                MemWrite <=  0;
                Branch <=  0;
                Jump <=  0;
                SignExtend <=  1'b0;
				UseShmt <= 1'b0;
				jal <= 0;
                jr <= 0;
                ALUOp <=  4'b1110;
			end
			6'b001010 : begin
				RegDst <= 2'b00;
                ALUSrc <= 1;
                MemToReg <=  0;
                RegWrite <=  1;
                MemRead <=  0;
                MemWrite <=  0;
                Branch <=  0;
                Jump <=  0;
                SignExtend <=  1'b1;
				UseShmt <= 1'b0;
				jal <= 0;
                jr <= 0;
                ALUOp <=  4'b0111;
			end
			6'b001011 : begin
				RegDst <= 2'b00;
                ALUSrc <= 1;
                MemToReg <=  0;
                RegWrite <=  1;
                MemRead <=  0;
                MemWrite <=  0;
                Branch <=  0;
                Jump <=  0;
                SignExtend <=  1'b1;
				UseShmt <= 1'b0;
				jal <= 0;
                jr <= 0;
                ALUOp <=  4'b1011;
			end
			6'b001110 : begin
				RegDst <= 2'b00;
                ALUSrc <= 1;
                MemToReg <=  0;
                RegWrite <=  1;
                MemRead <=  0;
                MemWrite <=  0;
                Branch <=  0;
                Jump <=  0;
                SignExtend <=  1'b0;
				UseShmt <= 1'b0;
				jal <= 0;
                jr <= 0;
                ALUOp <=  4'b1010;
			end
            default: begin
                RegDst <=  2'bxx;
                ALUSrc <=  1'bx;
                MemToReg <=  1'bx;
                RegWrite <=  1'bx;
                MemRead <=  1'bx;
                MemWrite <=  1'bx;
                Branch <=  1'bx;
                Jump <=  1'bx;
                SignExtend <=  1'bx;
				UseShmt <= 1'b0;
				jal <= 0;
                jr <= 0;
                ALUOp <=  4'bxxxx;
            end
        endcase
    end
endmodule
```
`flow/run.sh`:
```
#!/bin/bash
# OpenROAD 26Q1-2900-gdf79404cd8, Yosys 0.63+post, stock flow scripts
make -C /OpenROAD-flow-scripts/flow DESIGN_CONFIG=/design/flow/config.mk WORK_HOME=/design/flow/orfs finish
```
==> flow_summary.ini <==
; implementation run metrics
[final_timing]
final_critical_path_setup_slack_ns = 0.4050
tightest_slew_ns = 0.5212
hold_viol_final = 0
rsz0062_at_grt = false
fin_hold_ws_ns = 2.644
max_clock_freq_mhz = 278.2
maxSlewViolCount = 0
fin_crit_ns = 3.595
slew_headroom_pct = 65.14
finalSetupTns_ns = 0
finalSetupViolCount = 0
post-route-period-util_pct = 89.87

[critical_path]
slowest_delay_ns = 0.75
setup.worst_path.end = UseShmt
endpoint_kind = output port
cp-startpoint = Opcode[1]
cp_slowest_cell = clkdlybuf4s50_1
path_cells = clkdlybuf4s50_1 -> nor2b_2 -> nand3_1 -> o32ai_1 -> clkdlybuf4s50_1
critical_path.most_common_cell = clkdlybuf4s50_1
path_delay_family = buffers and inverters
cp_max_fo = 13
critPathKind = input pin to output port
path_buffers = 2
critPathLaunchType = input pin
worstPathRequired_ns = 3.20
cp.arrival_ns = 2.79
crit_cells = 5

[min_path]
hold_path.class = input pin to output port
hold_start = Function[3]

[status]
status = completed

[route]
routed_wirelength_um = 1565
drc = 0
drtAntennaViolNets = 0
vias_per_cell = 4.036
first_pass_iters = 4
antenna-diode-count = 0
drtIter0Drc = 21
num_vias = 565
wl_per_cell_um = 11.18

[global_route]
grt_overflow_total = 0
antenna_found_initial = 0
grt_max_degree = 15
grt_pass1_wl_um = 2628
track_usage_pct = 4.872
grt_pass1_vias = 547

[synth]
top_cell = nor2_1
syn_inst = 72
synth.distinct_cells = 28
ys_seq_share_pct = 0
synth_area_um2 = 411.6
top_cell_area_share_pct = 9.726
yosys_warnings = 1
yosysCellCount = 72
top_area_cell = a21oi_1
yosys-stat-area_um2 = 411.6
ys_top_cells_by_count = nor2_1 (10), a21oi_1 (8), nand2_1 (8), nand3_1 (6), o21a_1 (4)
area_leaders = a21oi_1 (9.7%), nor2_1 (9.1%), nand3_1 (7.3%), nand2_1 (7.3%), o21a_1 (7.3%)
syn_avg_cell_area_um2 = 5.717

[cells_and_area]
num-clock-buffers = 0
flops = 0
stdcell_count = 140
drive_gt1_share_pct = 5.319
final_core_util_pct = 20.92
fillCellCount = 400
fin_area_um2 = 714.4
seq_area_um2 = 0
syn2layout_area_growth_pct = 73.56

[placed_design]
dp.cells = 140
place_area_um2 = 714.4
post-dp-hpwl_um = 1265
place.gp.congestion = 0.7831
place_worst_setup_slack_ns = 0.4231
io_buffers = 29

[die]
initial_core_util_pct = 12.05
die_h_um = 80
die-area_mm2 = 0.006400
ios = 29
core_region_area_mm2 = 0.003416
rows = 21
die_w_um = 80

[cts]
cts_resized = 0
cts_setup_buffers = 0
cts_hold_buffers = 0

[flow_run]
drv_cap = 0
stage_log_warnings = 32

[pwr]
p_leak_nw = 0.2534
ir_drop_uv = 21.00
power_density_mw_per_mm2 = 84.07
finalPower_mw = 0.06006
## cell usage in the layout, fill, tap and decap left out
master and n:
a21o_1 2, inv_1 3, and3_1 1, nor4_2 1
nor3_1 1, and2b_1 1, nand3_1 6, a21boi_1 1
o21ai_1 3, o32ai_1 2, nor2_1 10, nor2_2 1
a2bb2oi_1 1, o211ai_1 1, a211o_1 1, nor4_1 1
nand2_1 8, a21oi_2 1, buf_4 1, o21a_1 4
o21bai_1 2, nor2b_2 1, a21oi_1 8, clkdlybuf4s50_1 29
o21ai_0 1, nand2b_1 3
## worst min path at each step
stage | to | slack [ns] | depth (start not counted)
after CTS | jr | 2.65 | 4
after global routing | UseShmt | 2.69 | 5
final | jr | 2.64 | 4
## area by class of cell
cell class | instances | area, µm² | area share, %
inverters | 3 | 11.26 | 1.576
repair buffers | 30 | 297.8 | 41.68
well taps | 46 | 57.56 | 8.056
multi-input cells | 61 | 347.8 | 48.69
## cell families after synthesis
group	after synthesis	synth area share, %
AOI/OAI and AO/OA	27	43.46
and+or+nand+nor	34	41.04
buffers and inverters	11	15.50
## tightest hold or removal path: stages
cell	delay (ns)
clkdlybuf4s50_1	0.42
nand3_1	0.15
nor2_1	0.07
clkdlybuf4s50_1	0.41
## routing by layer
| layer | part of all wire [%] | track usage, % | up-vias |
|---|---|---|---|
| met4 | 0 | 0 | 0 |
| met3 | 8.5 | 1.705 | 0 |
| li1 | - | - | 299 |
| met1 | 46 | 6.262 | 249 |
| met2 | 46 | 8.106 | 17 |
| met5 | 0 | 0 | - |
## where the power goes
group | internal, mW | switching [mW]
clock network | 0 | 0
registers | 0 | 0
logic | 0.0340 | 0.0260
No activity file was given, so power comes from the tool's default toggle rates.
